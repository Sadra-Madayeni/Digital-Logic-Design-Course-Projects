### design/flow/run.sh
#!/bin/bash
# OpenROAD 26Q1-2900-gdf79404cd8, Yosys 0.63+post, stock flow scripts
make -C /OpenROAD-flow-scripts/flow DESIGN_CONFIG=/design/flow/config.mk WORK_HOME=/design/flow/orfs finish
### design/flow/config.mk
export PLATFORM = sky130hd
export DESIGN_NAME = sevenSegmentDecoderBehavioral
export DESIGN_NICKNAME = sevenSegmentDecoderBehavioral
export VERILOG_FILES = /design/flow/design.v
export SDC_FILE = /design/flow/constraint.sdc
export NUM_CORES = 4
export LEC_CHECK = 1
export CORE_AREA = 10 10 70 70
export DIE_AREA = 0 0 80 80
### design/flow/constraint.sdc
current_design sevenSegmentDecoderBehavioral

set clk_period 1.0
set clk_io_pct 0.2

create_clock -name clk0 -period $clk_period

set non_clock_inputs [all_inputs -no_clocks]
set_input_delay [expr $clk_period * $clk_io_pct] -clock clk0 $non_clock_inputs
set_output_delay [expr $clk_period * $clk_io_pct] -clock clk0 [all_outputs]
### design/flow/design.v
`timescale 1ns/1ns
module sevenSegmentDecoderBehavioral(input w, x, y, z, output [6:0] out);
    assign #6 out[0] = (w) | (y) | (x & z) | (~x & ~z);
    assign #6 out[1] = (~x) | (y & z) | (~y & ~z);
    assign #4 out[2] = (~y) | (z) | (x);
    assign #6 out[3] = (w) | (y & ~x) | (~x & ~z) | (y & ~z) | (x & ~y) | (x & ~y & z);
    assign #6 out[4] = (~x & ~z) | (y & ~z);
    assign #6 out[5] = (w) | (x & ~y) | (x & ~z) | (~y & ~z);
    assign #6 out[6] = (w) | (y & ~z) | (x & ~y) | (~x & y);
endmodule
==> Changelog: implementation <==
## Implementation

- Syn. warnings: 0
- Most numerous logic cell after layout: buf_2
- Full die area: about 0.0064 sq mm
- Power Density: 325 mW/mm^2
- Floorplan utilization: 0.0308
- Top delay family on crit path: simple AND/OR/NAND/NOR gates
- Final period util: 0.977
- Slowest CP cell: or3_1
- Syn Area/Cell: ~5.8 sq um
- Worst slack, placed: -0.837 ns
- Post-Route WL: slightly below 500 um
- Largest net degree at the start of global routing: 9
- Core Util, Final: 0.0868
- Critical Path, Cell by Cell: buf_8 > inv_2 > or3_1 > buf_2
- Chip width: 80 um
- Max-cap violations: 0
- Layout cells sized above 1: 0.625
- # Cells Yosys: 18
- Port Buffers: 11
- Hold Fails Final Rpt: 0
- CLK BUF: 0
- DR iter-0 viols: 3
- Overall Global Routing Usage: 0.0115
- Max incr delay on CP: between 0.3 and 0.4 ns
- Hold path depth: 3
- Die height: 80 um
- Log Warnings: 33
- Post-Synthesis Cells: 18
- Hold EP: out[4]
- # diodes: 0
- FFs & Latches: 0
- Seq/Total Area, Yosys: 0
- Final GP Congestion: 0.655
- WS Path Type: primary input to output port
- Hold buffers post-CTS: 0
- Total number of vias: ~160
- Crit path buffers/inverters: 3
- Hold_ws: between 0.6 and 0.7 ns
- Syn Std Cell Area: 105 sq um
- Max_slew headroom: 0.915
- Number of max-slew violations in the final report: 0
- P_leak: 0.000120 uW
- Fmax: between 1000 and 1500 MHz
- Worst min-delay path category: primary input to output port
- # DRC: 0
- Vias in the first global route: about 140
- Top cells excl fill/tap: 7 x buf_2, 3 x buf_6, 3 x buf_4
- Crit path max fanout: 5
- Vias/cell: between 2 and 2.5
- CP Capture Type: output port
- Row Count: 21
- Hold path start: z
- Unrepaired setup endpoints after global routing: no
- First-pass GRT wire length: around 650 um
- CP startpoint kind: primary input
- Routed Antenna Nets: 0
- Flop area: 0 sq um
- Final worst slack: about 0.023 ns
- Unique cell types: 15
- Routed len/inst: 6.18 um
- P&R area growth vs syn: 182%
- CP required: ~0.8 ns
- Crit path DAT: 0.78 ns
- Worst-Margin Slew: ~0.13 ns
- Instance count on the critical path: 4
- Maximum VDD drop: approximately 0.023 mV
- Num ports: 11
- Filler Cells Inserted: ~410
- Final setup fails: 0
- DRT Pass-1 Iters: 2
- Logic area: roughly 100 sq um
- Tmin final: 0.977 ns
- Core footprint: approximately 0.0034 sq mm
- Global route overflow: 0
- Hpwl dp: 383 um
- Yosys chip area: 105 sq um
- Initial antenna violation count: 0
- Outcome: complete, no violations
==> worst max path at each step <==
stage	from	end	slack [ns]
finish	y	out[2]	0.02
global route	y	out[2]	0.001
CTS	x	out[5]	-0.03
==> routing by layer <==
layer | wire [um] | up-vias | global-route usage
li1 | - | 88 | -
met3 | 107 | 0 | 0.00909
met1 | 191 | 67 | 0.0132
met5 | 0 | - | 0
met4 | 0 | 0 | 0
met2 | 182 | 9 | 0.0177
==> logic make-up after synthesis <==
logic type,synth area share
simple gates,0.429
compound gates,0.155
buf+inv,0.167
xor+xnor,0.250
==> cell usage after synthesis <==
cell type	count	area share
a21oi_1	1	0.048
a31oi_1	1	0.060
and3_2	1	0.071
buf_2	2	0.095
inv_1	1	0.036
inv_2	1	0.036
nand2_1	1	0.036
nand2b_1	1	0.060
nand3_1	2	0.095
nor2_1	1	0.036
nor3b_1	1	0.071
o21ai_0	1	0.048
or3_1	1	0.060
xnor2_1	1	0.083
xor2_1	2	0.17
==> timing repair <==
action	in CTS	in global routing
endpoints found under the setup margin	7	3
buffers inserted	2	0
pin swaps	8	4
resized	48	1
==> report_power, final <==
part,total [uW],internal (uW),switching [uW]
Clock,0,0,0
Combinational,96.3,61.0,35.4
Sequential,0,0,0
==> area by class of cell <==
cell class         count  share of cell area
repair buffers        16               0.443
well taps             46               0.194
multi-input cells     14               0.338
inverters              2              0.0253
==> tightest hold or removal path, stage by stage <==
cell and delay (ns):
buf_6 0.10, a21oi_1 0.04, buf_2 0.11
==> through the flow <==
step,power [uW],TNS [ns],instance area (sq um),cells
finish,96.3,0,297,78
CTS,103,-0.0906,312,80
floorplan,31.4,0,105,18
global route,105,0,297,78
global placement,97.6,-5.25,300,78
detailed placement,99.8,-5.40,300,78
Power is estimated from default activity; no workload was simulated.
