<file path="/design/flow/run.sh">
#!/bin/bash
# OpenROAD 26Q1-2900-gdf79404cd8, Yosys 0.63+post, stock flow scripts
make -C /OpenROAD-flow-scripts/flow DESIGN_CONFIG=/design/flow/config.mk WORK_HOME=/design/flow/orfs finish
</file>
<file path="/design/flow/config.mk">
export PLATFORM = sky130hd
export DESIGN_NAME = sevenSegmentDecoder
export DESIGN_NICKNAME = sevenSegmentDecoder
export VERILOG_FILES = /design/flow/design.v
export SDC_FILE = /design/flow/constraint.sdc
export NUM_CORES = 4
export LEC_CHECK = 1
export CORE_AREA = 10 10 70 70
export DIE_AREA = 0 0 80 80
</file>
<file path="/design/flow/design.v">
`timescale 1ns/1ns
module sevenSegmentDecoder(input w, x, y, z, output [6:0] out);
    wire notx, noty, notz, notw;
    wire xbar_zbar, xbar_w, xz, yz, not_y_z, wbarx, yzbar, yxbar, xybar, ybarzbar, xzbar, xbary, xybarz;
    not #(1) g16(notx, x);
    not #(1) g17(noty, y);
    not #(1) g18(notz, z);
    not #(1) g19(notw, w);
    and #(2) g20(xybarz, x, noty, z);
    and #(2) g1(xbar_zbar, notx, notz);
    and #(2) g2(xbar_w, notx, w);
    and #(2) g3(xz, x, z);
    and #(2) g6(yz, y, z);
    and #(2) g7(not_y_z, noty, notz);
    and #(2) g8(yzbar, y, notz);
    and #(2) g9(wbarx, notw, x);
    and #(2) g10(yxbar, notx, y);
    and #(2) g11(xybar, x, noty);
    and #(2) g12(ybarzbar, noty, notz);
    and #(2) g13(xzbar, x, notz);
    and #(2) g14(xbary, notx, y);
    or #(3) a(out[0], w, y, xz, xbar_zbar);
    or #(3) b(out[1], notx, yz, not_y_z);
    or #(3) c(out[2], noty, z, x);
    or #(3) d(out[3], w, yzbar, xybarz, xbary, xbar_zbar); 
    or #(3) e(out[4], xbar_zbar, yzbar);
    or #(3) f(out[5], w, xybar, xzbar, ybarzbar);
    or #(3) g(out[6], w, yzbar, xybar, xbary);
endmodule
</file>
<file path="/design/flow/constraint.sdc">
current_design sevenSegmentDecoder

set clk_period 1.0
set clk_io_pct 0.2

create_clock -name clk0 -period $clk_period

set non_clock_inputs [all_inputs -no_clocks]
set_input_delay [expr $clk_period * $clk_io_pct] -clock clk0 $non_clock_inputs
set_output_delay [expr $clk_period * $clk_io_pct] -clock clk0 [all_outputs]
</file>
==> impl_metrics.yaml <==
# implementation run metrics
run_status:
  outcome: "complete, but fails checks"
  violations: "setup timing"
critical_path:
  crit_family: "buffers and inverters"
  start_kind: "primary input"
  cp-endpoint: "out[0]"
  timing.critical_path.cells: "buf_6 > buf_6 > xnor2_1 > or3_1 > buf_2"
  critPathMostFrequentCell: "buf_6"
  cp.depth: 5
  crit_start: "x"
  path_buffers: 3
  crit_required_ns: 0.80
  cp-end-kind: "output port"
  crit_type: "primary input to output port"
  cp_max_fo: 3
  critPathSlowestCell: "or3_1"
  cpPeakStageDelay_ns: 0.31
  cp.arrival_ns: 0.93
route:
  wl_um: 532
  first_iter_violations: 0
  detail_route.first_pass.iterations: 1
  route.detailed.drc: 0
  ant_nets: 0
  insertedDiodeCount: 0
  avgViaCountPerCell: 2.30
  routedWlPerCell_um: 6.65
  num_vias: 184
floorplanning:
  ios: 11
  fp.dieW_um: 80
  coreArea_um2: 3420
  dieHeight_um: 80
  rows: 21
  chipArea_um2: 6400
  initial_utilization_pct: 3.33
cells_and_area:
  fin_cells: 80
  final_cell_mix: "buf_2, buf_6, nand2b_1, clkbuf_2, buf_4"
  clkbuf_count: 0
  final_layout_size_suffix_gt1_share_pct: 70.6
  syn_to_final_growth_pct: 187
  flop-count: 0
  regArea_um2: 0
  layout.cells.most_common: "buf_2"
placement:
  gp_congestion: 0.738
  placed_cells: 77
  io_buffers: 11
timing:
  relSlewSlack_pct: 88.1
  setup_tns_ns: -0.331
  fmax_mhz: 884
  fin_crit_sh_pct: 113
  min_period_ns: 1.13
  fin_ws_ns: -0.131
  hold_viol_final: 0
  setup_viol: 3
  worst_pin_slew_ns: 0.179
  rsz0062_at_grt: "true"
  fin_hold_ws_ns: 0.727
  slew_violations: 0
power:
  p_total_mw: 0.109
  powerDensity_nw_per_um2: 335
  p_leak_nw: 0.127
  ir_drop_uv: 34.8
global_route:
  grt_pass1_wl_um: 841
  grt_usage_pct: 1.50
  grtUsageMet2_pct: 2.33
  antenna_found_initial: 0
  gr-total-overflow: 0
  grt_max_degree: 8
  grt_pass1_vias: 182
  grt_use_met1_pct: 1.91
  grt_util_met3_pct: 0.795
  grt-busiest-layer: "met2"
synthesis:
  avgSynthCellArea_um2: 6.70
  ys_seq_share_pct: 0
  yosysChipArea_um2: 114
  netlist_instances: 17
  synthesis.area_um2: 114
  ys_warn_count: 0
  yosys_cells: 17
  synth_cell_types: 15
job:
  drv_cap: 0
  openroad.warnings: 34
clock_network:
  cts_hold_buf: 0
worst_hold_path:
  worst_hold_path_type: "primary input to output port"
==> metrics by stage <==
stage | setup WS, ns | utilization [%] | area [um^2]
6_report | -0.131 | 9.56 | 327
5_1_grt | -0.173 | 9.56 | 327
4_1_cts | -0.169 | 9.23 | 315
3_5_place_dp | -0.835 | 8.97 | 307
3_3_place_gp | -0.860 | 8.97 | 307
2_1_floorplan | 0.0873 | - | 114
==> worst min path at each step <==
stage,endpoint,start,cells after the start,slack (ns)
5_1_grt,out[6],w,3,0.77
6_report,out[6],w,3,0.73
4_1_cts,out[0],y,4,0.76
==> power breakdown <==
part,internal [mW],switching [mW],leakage [nW]
registers,0,0,0
logic,0.0695,0.0400,0.127
clock network,0,0,0
total,0.0695,0.0400,0.127
==> Yosys cell counts <==
cell type / number / area [um^2]
xnor2_1: 1 / 8.76
nor2b_1: 1 / 6.26
or3_1: 1 / 6.26
buf_2: 1 / 5.00
nand2_1: 1 / 3.75
nor2_1: 2 / 7.51
nand2b_1: 2 / 12.5
xor2_1: 1 / 8.76
nor4b_2: 1 / 15.0
o21ai_0: 1 / 5.00
a21oi_1: 1 / 5.00
nand3_1: 1 / 5.00
o21bai_1: 1 / 7.51
and2b_1: 1 / 7.51
and2b_4: 1 / 10.0
==> kinds of logic (layout without fill, tap and decap cells) <==
| kind of cell | Yosys count | after routing | share of synthesized area (%) |
|---|---|---|---|
| compound gates | 3 | 3 | 15.4 |
| xor+xnor | 2 | 2 | 15.4 |
| buf+inv | 1 | 18 | 4.39 |
| simple gates | 11 | 11 | 64.8 |
==> timing repair <==
action	CTS	global route
setup buffers	2	1
pin swaps	4	5
gates resized	44	6
endpoints found under the setup margin	7	7
==> routing by layer <==
| metal | up-vias | part of all wire (%) |
|---|---|---|
| li1 | 93 | - |
| met5 | - | 0 |
| met1 | 83 | 36 |
| met2 | 8 | 47 |
| met3 | 0 | 17 |
| met4 | 0 | 0 |
==> final cells by class <==
| class | count | area [um^2] |
|---|---|---|
| well taps | 46 | 57.6 |
| multi-input cells | 16 | 126 |
| repair buffers | 18 | 143 |
| fillers | 408 | 3090 |
No activity file was given, so power comes from the tool's default toggle rates.
